[flow/run.sh]
#!/bin/bash
# OpenROAD 26Q1-2900-gdf79404cd8, Yosys 0.63+post, stock flow scripts
make -C /OpenROAD-flow-scripts/flow DESIGN_CONFIG=/design/flow/config.mk WORK_HOME=/design/flow/orfs finish
[flow/config.mk]
export PLATFORM = sky130hd
export DESIGN_NAME = top
export DESIGN_NICKNAME = top
export VERILOG_FILES = /design/flow/design.v
export SDC_FILE = /design/flow/constraint.sdc
export NUM_CORES = 4
export LEC_CHECK = 1
export CORE_UTILIZATION = 50
[flow/constraint.sdc]
current_design top

set clk_period 16.2
set clk_io_pct 0.2

create_clock -name clk0 -period $clk_period [get_ports {clk}]

set non_clock_inputs [all_inputs -no_clocks]
set_input_delay [expr $clk_period * $clk_io_pct] -clock clk0 $non_clock_inputs
set_output_delay [expr $clk_period * $clk_io_pct] -clock clk0 [all_outputs]
[flow/design.v]
module led8x8drv
(
    input clk,
    input [63:0] data,
    output [7:0] LEDrow, 
    output [7:0] LEDcol
);
reg [63:0] array = 0;
reg [7:0] colBuff = 0;
reg [7:0] rowBuff = 0;
reg [13:0] clockCounter = 0;
reg [2:0] byteCounter = 0;
always @(posedge clk) begin
    clockCounter <= clockCounter + 1;
    if (clockCounter[13] == 1) begin
        clockCounter <= 0;
        if (byteCounter == 0) begin
            array <= data;
        end
        case (byteCounter[2:0])
            0: begin
                colBuff = array[7:0];
                rowBuff = 8'b00000001;
            end
            1: begin
                colBuff = array[15:8];
                rowBuff = 8'b00000010;
            end
            2: begin
                colBuff = array[23:16];
                rowBuff = 8'b00000100;
            end
            3: begin
                colBuff = array[31:24];
                rowBuff = 8'b00001000;
            end
            4: begin
                colBuff = array[39:32];
                rowBuff = 8'b00010000;
            end
            5: begin
                colBuff = array[47:40];
                rowBuff = 8'b00100000;
            end
            6: begin
                colBuff = array[55:48];
                rowBuff = 8'b01000000;
            end
            7: begin
                colBuff = array[63:56];
                rowBuff = 8'b10000000;
            end
        endcase
        byteCounter <= byteCounter + 1;
    end
end
assign LEDcol = colBuff;
assign LEDrow = rowBuff;
endmodule
module buttonDebounce
(
    input clk,
    input button_in, 
    output button_out
);
reg [14:0] slow_clock_counter;
reg slow_clk;
reg first_stage = 0;
reg second_stage = 0;
reg button_out_reg1 = 0;
reg button_out_reg2 = 0;
reg button_out_reg3 = 0;
always @(posedge clk) begin
    slow_clock_counter <= slow_clock_counter+1;
    slow_clk <= slow_clock_counter[14];
    button_out_reg2 <= button_out_reg1;
    button_out_reg3 <= button_out_reg2;
end
always @(posedge slow_clk) begin
    button_out_reg1 <= second_stage && first_stage;
    second_stage <= first_stage;
    first_stage <= button_in;
end
assign button_out = button_out_reg2;
endmodule
module prand64
(
    input clk,
    input pReset,
    input runRand,
    input [63:0] seed,
    output [63:0] randNum
);
reg [63:0] randValue = 64'h0123456789ABCDEF;
reg r_XNOR = 0;
always @(posedge clk) begin
    if (pReset == 1'b1) begin
        randValue <= seed;
    end
    else begin 
        if (runRand == 1'b1) begin
            r_XNOR <= randValue[63] ^~ randValue[62] ^~ randValue[60] ^~ randValue[59];
            randValue <= {randValue[62:0], r_XNOR};
        end
    end
end
assign randNum = randValue;
endmodule
module top
(
    input clk,
    input [7:0] switch,
    input [3:0] button,
    output [7:0] LEDrow, 
    output [7:0] LEDcol
);
reg [63:0] data_pattern = 0;
wire [7:0] ledRow_w;
wire [7:0] ledCol_w;
wire [63:0] randNum_w;
wire [63:0] seed_w;
wire bt0_w;
wire bt1_w;
reg [31:0] countCounter = 0;
localparam FAST_COUNT_WAIT = 500000;
reg [1:0] count_speed = 1;
reg [31:0] countValue_sw = FAST_COUNT_WAIT;
reg [31:0] countValue = FAST_COUNT_WAIT;
led8x8drv matrix (.clk(clk), .data(data_pattern), .LEDrow(ledRow_w), .LEDcol(ledCol_w));
prand64 randomizer (.clk(clk), .pReset(bt0_w), .runRand(1), .seed(seed_w), .randNum(randNum_w));
buttonDebounce bt0 (.clk(clk), .button_in(button[0]), .button_out(bt0_w));
buttonDebounce bt1 (.clk(clk), .button_in(button[1]), .button_out(bt1_w));
always @(posedge clk) begin
    countValue <= countValue_sw;
    countCounter <= countCounter+1;
    if (countCounter > countValue) begin
        countCounter <= 0;
        data_pattern <= randNum_w;
    end
end
always @(posedge bt1_w) begin
    count_speed <= count_speed+1;
    case (count_speed)
        0: countValue_sw = FAST_COUNT_WAIT;
        1: countValue_sw = 5*FAST_COUNT_WAIT;
        2: countValue_sw = 25*FAST_COUNT_WAIT;
        3: countValue_sw = 100*FAST_COUNT_WAIT;
    endcase
end
assign LEDrow[7:0] = ~ledRow_w;
assign seed_w[63:0] = {8{switch[7:0]}};
genvar i;
for (i=0; i<8; i=i+1) begin
    assign LEDcol[i] = ledCol_w[7-i];
end
endmodule
==> metrics.yaml <==
crit_path_end_kind: "primary output"
core_area_mm2: 0.02176
fin_crit_sh: 0.2862
grt_max_degree: 74
track_usage: 0.1684
die_w_um: 150.8
hold_path_class: "reg2reg"
clkLatencyLatePin_ns: 0.53
top_cells_by_area: "edfxtp_1 (40%), dfxtp_1 (31%), ha_1 (3.7%)"
routedWlPerCell_um: 14.08
maxCapViolCount: 0
p_leak_nw: 4.869
unclocked_regs: 17
drt_iter0_drc: 196
skew_ns: 0.01038
layout_setup_ws_ns: 11.56
gp_congestion: 0.8605
power.total_w: 0.001540
syn_inst: 851
ys_area_mm2: 0.01108
edf_count: 148
hold_ws_ns: 0.3642
fmax_mhz: 215.7
place_area_mm2: 0.01165
grt_pass1_wl_um: 28020
netlist_area_mm2: 0.01108
dp.final_hpwl_um: 10570
yosysSeqAreaShare: 0.7103
arrival_ns: 1.40
unconstrained_endpoints: 29
synth.largest_area_cell: "edfxtp_1"
h-tree-depth: 1
cts_max_path_buffers: 3
cts_setup_buffers: 0
warnings: 37
drv_slew: 0
syn2layout_area_growth_pct: 14.69
status: "completed"
fin_crit_ns: 4.636
crit_type: "reg2out"
ys.flop_type: "dfxtp_1"
n_antenna_cell: 0
fin_tns_setup_ns: 0
cts_tree: "yes"
dp_slack_ns: 11.92
synth.most_common_cell: "dfxtp_1"
via_count: 5862
hold_viol_final: 0
viasPerCell: 4.893
synth_area_per_cell_um2: 13.01
cts_buffers: 29
common_cells: "dfxtp_1 (171), edfxtp_1 (148), inv_1 (99)"
routed_wl_um: 16870
placement.io_buffers: 26
cts.repair.resized: 0
synth_cell_type_count: 40
yosys.area.top_type_share: 0.4013
powerDensity_mw_per_mm2: 121.2
cp_data_required_time_ns: 12.96
antenna_found_initial: 0
finalInstanceArea_mm2: 0.01270
cts_hold_buf: 0
final_layout_size_suffix_gt1_frac: 0.1013
std_cell_rows: 54
critPathLaunchType: "flip-flop"
grt-ovfl-total: 0
ys_cells: 851
finalSetupViolCount: 0
synth_async_sr_flop_share: 0
grt_setup_unrepaired: "no"
grt_pass1_vias: 5712
crit_fanout: 1
ios: 29
synth_flops: 319
ir_drop_uv: 91.39
drt-pass1-iter-count: 5
root_buffer: "clkbuf_16"
fp-utilization: 0.5091
drc_errors: 0
ant_nets: 0
chipHeight_um: 150.8
clk_pin_slew_worst_paths_ns: 0.06
worst_pin_slew_ns: 0.8072
maxSlewHeadroom: 0.4619
chipArea_mm2: 0.02275
yosys_warnings: 5
cell families (layout without fill, tap and decap cells):
| kind of cell | after synthesis | count (layout) | share of synthesized area |
|---|---|---|---|
| xor+xnor | 61 | 61 | 0.04824 |
| flops | 319 | 319 | 0.7103 |
| other cells | 1 | 5 | 0.0003386 |
| buf+inv | 122 | 185 | 0.04270 |
| fa+ha+maj | 33 | 33 | 0.03728 |
| simple gates | 198 | 198 | 0.08925 |
| mux | 16 | 16 | 0.01627 |
| compound gates | 101 | 101 | 0.05558 |
worst max-delay path, cell delays in order, from the launching register on:
cell and delay (ns):
edfxtp_1 0.37, inv_1 0.06, clkdlybuf4s50_1 0.44
state kept, by name, indices dropped and copies added (netlist names), 3 cells and up:
name,flops
countCounter,32
matrix.clockCounter,14
bt1.slow_clock_counter,15
matrix.byteCounter,3
matrix.rowBuff,8
matrix.colBuff,8
countValue,10
countValue_sw,10
bt0.slow_clock_counter,15
data_pattern,64
randomizer.randValue,64
matrix.array,64
layout by cell type, fill, tap and decap left out, drive strengths merged, types with 5 or more instances in the layout:
cell type        n
a21oi            9
a222oi           8
a41oi            9
and2             8
and3            17
buf              6
bufinv           5
clkbuf          34
clkdlybuf4s50   26
clkinv           6
clkinvlp         6
conb             5
dfxtp          171
edfxtp         148
ha              33
inv            102
mux2            16
nand2           56
nand3           17
nand4           11
nor2            58
nor3            10
o21ai           70
xnor2           38
xor2            23
layer usage:
layer | GRT usage | vias up | wire, µm
met5 | 0 | - | 0
met4 | 0.02550 | 0 | 252
met3 | 0.04700 | 24 | 966
met2 | 0.2505 | 104 | 7770
met1 | 0.2768 | 2736 | 7881
li1 | - | 2998 | -
power by group:
group / internal [W] / leakage, nW / total [W] / switching (W)
Sequential: 0.000809 / 2.91 / 0.000813 / 0.00000426
Clock: 0.000439 / 0.505 / 0.000717 / 0.000278
Combinational: 0.00000430 / 1.45 / 0.00000956 / 0.00000526
Total: 0.00125 / 4.87 / 0.00154 / 0.000288
final timing paths:
| check | from | end | slack (ns) | depth (start not counted) |
|---|---|---|---|---|
| max reg2reg | countValue[22] | data_pattern[16] | 12.37 | 9 |
| max | matrix.rowBuff[7] | LEDrow[7] | 11.56 | 2 |
| min | bt0.slow_clock_counter[14] | bt0.slow_clk | 0.36 | 0 |
| min reg2reg | bt0.slow_clock_counter[14] | bt0.slow_clk | 0.36 | 0 |
through the flow:
| stage | utilization | instances |
|---|---|---|
| floorplan | - | 855 |
| global placement | 0.5354 | 1144 |
| detailed placement | 0.5354 | 1144 |
| CTS | 0.5839 | 1198 |
| global route | 0.5839 | 1198 |
| finish | 0.5839 | 1198 |
final cells by class:
type / count / area (µm²)
well taps: 280 / 350.3
multi-input cells: 414 / 2751
repair buffers: 32 / 305.3
flip-flops and latches: 319 / 7869
fillers: 1637 / 9054
clock inverters: 20 / 246.5
clock buffers: 34 / 808.3
inverters: 99 / 371.6
Power is estimated from default activity; no workload was simulated.
